==> design/flow/design.v <==
`timescale 1ns / 1ps
module up_down_counter (
    input wire clk,
    input wire reset,
    input wire up_down,  
    output reg [3:0] count
);
    always @(posedge clk or posedge reset) begin
        if (reset)
            count <= 0;
        else if (up_down)
            count <= count + 1;
        else
            count <= count - 1;
    end
endmodule
==> design/flow/run.sh <==
#!/bin/bash
# OpenROAD 26Q1-2900-gdf79404cd8, Yosys 0.63+post, stock flow scripts
make -C /OpenROAD-flow-scripts/flow DESIGN_CONFIG=/design/flow/config.mk WORK_HOME=/design/flow/orfs finish
==> design/flow/config.mk <==
export PLATFORM = sky130hd
export DESIGN_NAME = up_down_counter
export DESIGN_NICKNAME = up_down_counter
export VERILOG_FILES = /design/flow/design.v
export SDC_FILE = /design/flow/constraint.sdc
export NUM_CORES = 4
export LEC_CHECK = 1
export CORE_AREA = 10 10 70 70
export DIE_AREA = 0 0 80 80
==> design/flow/constraint.sdc <==
current_design up_down_counter

set clk_period 2.1
set clk_io_pct 0.2

create_clock -name clk0 -period $clk_period [get_ports {clk}]

set non_clock_inputs [all_inputs -no_clocks]
set_input_delay [expr $clk_period * $clk_io_pct] -clock clk0 $non_clock_inputs
set_output_delay [expr $clk_period * $clk_io_pct] -clock clk0 [all_outputs]
==> out/results.ini <==
[clock_tree]
clk_latency_ns = 0.23
postCtsSetupRepairBufs = 0
ctsResizeCount = 0
htreeDepth = 1
cts.sinks = 4
ctsHoldBuffers = 0
cts_tree = yes
root_buffer = clkbuf_4
cts_buffers = 3
path_clk_slew_ns = 0.04
clock_path_buffers = 2

[cells_and_area]
design_area_um2 = 339
largest-register = count
final_cells = 70
nFillCells = 406
top_regs = count: 4 flops
drive_gt1_share_pct = 16.7
seq_area_um2 = 100
largest_reg_flops = 4
mi_logic_area_um2 = 87.6
syn_to_final_growth_pct = 70.4

[die]
fp.dieH_um = 80
fp_util_pct = 5.82
die_x_um = 80
std_cell_rows = 21
core_mm2 = 0.00342
dieArea_mm2 = 0.00640
io_pins = 7

[worst_setup_path]
required_ns = 2.26
crit_arrival_ns = 1.76
cp_max_fo = 3
critPathKind = input port to flop
worstSetupStartpointType = input port
ff2ff_path_depth = 4
cp-end-kind = flop

[run]
maxCapViolCount = 0
openroad.warnings = 25

[synth]
numSynthFlops = 4
top_area_share_pct = 50.3
synthTopCellsByArea = dfrtp_1 50%, ha_1 13%, fa_1 10%
yosys_area_um2 = 199
ys_cells = 15
synth_cells = 15
postSynthSeqShare_pct = 50.3
syn_area_per_cell_um2 = 13.3
ys_types = 8
netlist.top_cell.by_area = dfrtp_1
yosys_warnings = 1
syn-cell-area_um2 = 199

[final_timing]
fmax_mhz = 623
worst_slew_pin_slew_ns = 0.184
finalSetupViolCount = 0
fin_crit_sh_pct = 76.5
final_max_slew_viol_count = 0
fin_skew_ns = 0.000328
finalHoldViolCount = 0
finalSetupTns_ns = 0
slew_headroom_pct = 87.6
min_period_ns = 1.61
rsz0062_at_grt = no

[route]
postRouteAntennaNets = 0
diodes = 0
wl_per_cell_um = 5.94
vias_per_cell = 1.96
routed_wl_um = 416
drt-initial-drc-count = 2
dr.pass1.iters = 2
vias = 137
drc = 0

[global_routing]
grt_pass1_vias = 147
grt_use_met1_pct = 1.95
met3_usage_pct = 2.84
track_usage_pct = 1.63
grt_max_degree = 5
grt_pass1_wl_um = 731
overflow = 0
top_usage_layer = met3
use_met2_pct = 1.20
antenna_found_initial = 0

[placement]
place_area_um2 = 317
port_buffers = 6
dp.cells = 67
place_congestion = 0.748

[min_path]
hp-class = input port to asynchronous set/reset pin

[pwr]
pwr_density_cell_mw_per_mm2 = 1100
p_leak_uw = 0.000141
vdd_ir_drop_max_mv = 0.170

[status]
outcome = completed

==> cells in the final DEF, fill, tap and decap left out, drive strengths merged <==
| cell type | synthesis | final |
|---|---|---|
| a21o | 1 | 1 |
| clkdlybuf4s50 | 0 | 6 |
| a21oi | 1 | 1 |
| xor2 | 1 | 1 |
| fa | 1 | 1 |
| clkbuf | 0 | 3 |
| inv | 3 | 3 |
| xnor2 | 2 | 2 |
| dfrtp | 4 | 4 |
| ha | 2 | 2 |
==> metal layers <==
layer	vias to the layer above	share of wire [%]
li1	66	-
met1	61	42
met2	10	27
met3	0	31
met4	0	0
met5	-	0
==> power by group <==
part | leakage, uW | internal [uW] | switching [uW]
Sequential | 0.0000496 | 109 | 21.8
Combinational | 0.0000781 | 100 | 46.6
Clock | 0.0000138 | 63.8 | 30.0
Total | 0.000141 | 273 | 98.4
==> cells by family (layout without fill, tap and decap cells) <==
family | Yosys count | after routing | share of synthesized area, %
AND-OR/OR-AND | 2 | 2 | 8.18
XOR/XNOR | 3 | 3 | 13.2
adder cells (fa/ha/maj) | 3 | 3 | 22.6
buffers and inverters | 3 | 12 | 5.66
flip-flops | 4 | 4 | 50.3
==> Yosys cell counts <==
cell type and n:
dfrtp_1 4, ha_1 2, fa_1 1, a21oi_2 1
xor2_1 1, xnor2_1 2, inv_1 3, a21o_1 1
==> worst max-delay path: stages <==
cell	delay (ns)
clkdlybuf4s50_1	0.50
inv_1	0.10
ha_1	0.30
a21o_1	0.19
a21oi_2	0.14
xnor2_1	0.12
==> final cells by class <==
cell class,count,share of cell area (%)
repair buffers,6,17.7
multi-input cells,8,25.8
well taps,46,17.0
flip-flops and latches,4,29.5
clock buffers,3,6.64
inverters,3,3.32
==> path summary, 6_finish.rpt <==
| kind | start | slack (ns) | to |
|---|---|---|---|
| max reg2reg | count[1] | 0.90 | count[3] |
| min reg2reg | count[0] | 0.52 | count[0] |
| min in group clk0 | count[0] | 0.52 | count[0] |
| min | reset | 0.37 | count[3] |
| max in group asynchronous | reset | 1.58 | count[0] |
| max | up_down | 0.49 | count[3] |
==> metrics by stage <==
stage / worst slack (ns) / hold WS (ns) / power, uW / utilization (%)
2_1_floorplan: 0.832 / 0.186 / 204 / -
3_3_place_gp: 0.266 / 0.493 / 281 / 9.27
3_5_place_dp: 0.244 / 0.510 / 285 / 9.27
4_1_cts: 0.492 / 0.374 / 383 / 9.93
5_1_grt: 0.371 / 0.390 / 416 / 9.93
6_report: 0.494 / 0.372 / 372 / 9.93
No activity file was given, so power comes from the tool's default toggle rates.
